<file path="/design/flow/design.v">
module axi_mst_driver #(
    parameter AXI_ADDR_W = 32,
    parameter AXI_ID_W  =4,
    parameter AXI_DATA_W = 32,
    parameter MST_OSTDREQ_NUM = 4, 
    parameter MST_OSTDREQ_SIZE = 8,
    parameter AWCH_W = 53,
    parameter WCH_W  = 47, 
    parameter BCH_W  = 12,
    parameter ARCH_W = 53,
    parameter RCH_W  = 45
    )(
    input  logic  aclk,
    input  logic  aresetn,
    input  logic  srst,
    input  logic  in_awvalid,
    input logic in_awready,
    input  logic  [8          - 1 : 0] in_awlen_real,
    output logic  [8          - 1 : 0] awlen,
    input  logic  [AXI_ID_W   - 1 : 0] in_awid, 
    output  logic  out_wvalid,
    input   logic  in_wready,
    output  logic  out_wlast,
    output  logic  [AXI_ID_W   - 1 : 0] out_wid,
    output  logic  [AXI_DATA_W - 1 : 0] out_wdata,
    output  logic  [4          - 1 : 0] out_wstrb,
    input  logic  narrow,
    output  logic  out_bready,
    output  logic  out_rready
    );
    logic [2**4-1:0]                    wdata_cnt; 
    logic [$clog2(MST_OSTDREQ_NUM)+1-1:0]req_remain_cnt;
    logic [$clog2(MST_OSTDREQ_NUM)-1:0] awlen_rd_ptr;
    logic [$clog2(MST_OSTDREQ_NUM)-1:0] awlen_wr_ptr;
    logic [$clog2(MST_OSTDREQ_NUM)-1:0] awid_rd_ptr;
    logic [$clog2(MST_OSTDREQ_NUM)-1:0] awid_wr_ptr;
    logic [256          - 1 : 0] awlen_now;
    logic [4          - 1 : 0] awid_now;
    logic   out_wlast_prev;
    logic   out_wvalid_prev;
    logic [32          - 1 : 0]  wstrb32;
    logic  [256 -1:0]awlen_ram[MST_OSTDREQ_NUM-1:0];
    logic  [4-1:0]awid_ram[MST_OSTDREQ_NUM-1:0];
    assign awlen_now=awlen_ram[awlen_rd_ptr];
    assign awid_now=awid_ram[awid_rd_ptr];
    assign awlen= (in_awlen_real > 15)?15 :in_awlen_real;
always_ff @( posedge aclk or negedge aresetn) begin : __req_remain_cnt
    if(!aresetn)
        req_remain_cnt<=0;
    else if(in_awvalid && in_awready && out_wlast)
        req_remain_cnt<=req_remain_cnt;
    else if(in_awvalid && in_awready)
        req_remain_cnt<=req_remain_cnt+1;
    else if(out_wlast && out_wvalid && in_wready)
        req_remain_cnt<=req_remain_cnt-1; 
end
always_ff @( posedge aclk or negedge aresetn) begin : __wdata_cnt
    if(!aresetn)
        wdata_cnt<=0;
    else if(out_wlast && out_wvalid && in_wready)
        wdata_cnt<=0;
    else if(out_wvalid && in_wready)
        wdata_cnt<=wdata_cnt+1;
end
always_ff @( posedge aclk or negedge aresetn) begin : __wvalid_prev
    if(!aresetn)
        out_wvalid_prev<=0;
    else 
        out_wvalid_prev<=out_wvalid;
    end
always_ff @( posedge aclk or negedge aresetn) begin : __wlast_prev
    if(!aresetn)
        out_wlast_prev<=0;
    else 
        out_wlast_prev<=out_wlast;
    end
always_ff @( posedge aclk or negedge aresetn) begin : __awlen_rd_ptr
    if(!aresetn)
        awlen_rd_ptr <= 'b0;
    else if(out_wlast && out_wvalid && in_wready)
        awlen_rd_ptr <= awlen_rd_ptr+1;
    end
always_ff @( posedge aclk or negedge aresetn) begin : __awlen_wr_ptr
    if(!aresetn)
        awlen_wr_ptr <= 'b0;
    else if(in_awvalid && in_awready)
        awlen_wr_ptr <= awlen_wr_ptr+1;
    end
always_ff @( posedge aclk or negedge aresetn) begin : __awlen_ram
    if(!aresetn)
    for (integer i = 0; i < MST_OSTDREQ_NUM; i = i + 1) begin
        awlen_ram[i] <= 'b0;
      end
    else if(in_awvalid && in_awready)
        awlen_ram[awlen_wr_ptr]<= in_awlen_real;
    end
always_ff @( posedge aclk or negedge aresetn) begin : __awid_rd_ptr
    if(!aresetn)
        awid_rd_ptr <= 'b0;
    else if(out_wlast && out_wvalid && in_wready)
        awid_rd_ptr <= awlen_rd_ptr+1;
    end
always_ff @( posedge aclk or negedge aresetn) begin : __awid_wr_ptr
    if(!aresetn)
        awid_wr_ptr <= 'b0;
    else if(in_awvalid && in_awready)
        awid_wr_ptr <= awlen_wr_ptr+1;
    end
always_ff @( posedge aclk or negedge aresetn) begin : __awid_ram
    if(!aresetn)
    for (integer i = 0; i < MST_OSTDREQ_NUM; i = i + 1) begin
        awid_ram[i] <= 'b0;
        end
    else if(in_awvalid && in_awready)
        awid_ram[awlen_wr_ptr]<= in_awid;
    end
assign out_wvalid= (req_remain_cnt!=0);
assign out_wlast= (wdata_cnt==awlen_now) && out_wvalid;
assign out_wid=awid_now; 
always @( posedge aclk or negedge aresetn) begin : __wdata 
    if(!aresetn)
        out_wdata=#1 'b0;
    else if(out_wvalid && in_wready)
        out_wdata=#1 narrow? (out_wdata +1) & wstrb32 :(out_wdata +1);    
end
always_ff @( posedge aclk or negedge aresetn) begin : __out_bready
    if(!aresetn)
        out_bready <= 'b0;
    else 
        out_bready<= $random; 
    end
    always_ff @( posedge aclk or negedge aresetn) begin : __out_rready
        if(!aresetn)
            out_rready <= 'b0;
        else 
            out_rready<= $random; 
        end
always_comb begin : __out_wstrb
    if(out_wvalid)
    begin
        if(narrow)
        begin
            out_wstrb='b0;
            out_wstrb[wdata_cnt%4]=1;
        end
        else 
            out_wstrb={4{1'b1}};
    end
    else
        out_wstrb='b0;
end
assign wstrb32={{8{out_wstrb[3]}},{8{out_wstrb[2]}},{8{out_wstrb[1]}},{8{out_wstrb[0]}}};
endmodule
</file>
<file path="/design/flow/run.sh">
#!/bin/bash
# OpenROAD 26Q1-2900-gdf79404cd8, Yosys 0.63+post, stock flow scripts
make -C /OpenROAD-flow-scripts/flow DESIGN_CONFIG=/design/flow/config.mk WORK_HOME=/design/flow/orfs finish
</file>
<file path="/design/flow/config.mk">
export PLATFORM = sky130hd
export DESIGN_NAME = axi_mst_driver
export DESIGN_NICKNAME = axi_mst_driver
export VERILOG_FILES = /design/flow/design.v
export SDC_FILE = /design/flow/constraint.sdc
export NUM_CORES = 4
export LEC_CHECK = 1
export CORE_UTILIZATION = 40
</file>
<file path="/design/flow/constraint.sdc">
current_design axi_mst_driver

set clk_period 5.5
set clk_io_pct 0.2

create_clock -name clk0 -period $clk_period [get_ports {aclk}]

set non_clock_inputs [all_inputs -no_clocks]
set_input_delay [expr $clk_period * $clk_io_pct] -clock clk0 $non_clock_inputs
set_output_delay [expr $clk_period * $clk_io_pct] -clock clk0 [all_outputs]
</file>
==> run summary <==
Synthesis and place-and-route results.

- The flow ran to the end, and the final reports show no timing, DRC or antenna violations.
- The later pin in the worst-skew pair is clocked with a latency of roughly 0.34 ns.
- The number of setup buffers added after CTS is 0.
- The sequential cell area fraction in the yosys report is 49.85%.
- For this run, the slowest stage of the critical path takes roughly 0.70 ns.
- The worst hold path startpoint is wdata_cnt[15]$_DFFE_PN0P_.
- The final timing report lists clock skew as between 0.005 and 0.006 ns.
- The TritonCTS buffer count is 9.
- The total number of clock tree sinks is slightly above 100.
- The DRC violation total left in the routed layout is recorded as 0.
- The cell sequence reported for the critical path is inv_1 > ha_1 > mux2i_1 > xnor2_1 > nand4_1 > nor3_4 > clkdlybuf4s50_1.
- The post-synthesis instance area is around 5200 um^2.
- The switching component of the power is between 800 and 900 uW.
- The yosys warning tally is 7.
- The final antenna diode tally reported by the flow is 0.
- Across the run, the number of max-cap violations was 0.
- Dividing the detail-routed wire length by the instance count gives around 15 um.
- Entering global routing, the biggest net connects approximately 56 pins.
- STA reports a reg2reg setup slack of 2.43 ns.
- At the placement stage, the worst setup path has a slack of approximately 1.5 ns.
- After synthesis, the design contains 476 cells according to Yosys.
- For this run, the final setup violation count is recorded as 0.
- The classification of the worst-slack hold path is register to register.
- No sink is reached through more buffers than the 2 on the longest clock path.
- The final worst hold slack is 0.4809 ns.
- The proportion of synthesized flip-flops having asynchronous set or reset is approximately 100%.
- The most used flip-flop cell is sky130_fd_sc_hd__dfrtp_1.
- The violation count after the first detailed-route iteration is roughly 210.
- The final critical path time including I/O delays and setup is 4.285 ns.
- Per the power-grid run, VDD falls by no more than between 0.3 and 0.4 mV.
- The utilization after layout is about half.
- The register clock-pin slew on the reported worst setup and hold paths is around 0.070 ns.
- After synthesis, the mean cell area works out to between 10 and 15 um^2.
- After clock tree synthesis, the repair step resized 0 gates.
- The number of distinct library cells after synthesis is between 40 and 50.
- Summed over all layers, the global routing overflow is 0.
- Of the available clock period, the critical path in the final layout requires ~78%.
- The post-layout worst setup margin is ~1.2 ns.
- The width of the die is around 120 um.
- The placed instances occupy a cell area of around 5900 um^2.
- The initial antenna violation count is 0.
- Measured in cells, the most critical reg-to-reg path has a length of 8.
- The proportion of netlist area held by the largest area contributor is 49.85%.
- The wire length recorded after detailed routing is around 10 mm.
- The critical path arrival is around 3.2 ns.
- The part of the total power dissipated in combinational logic is 33.2%.
- The category of the worst setup path capture point is an output pin.
- The endpoint of the most critical register-to-register path is req_remain_cnt[1]$_DFFE_PN0P_.
- The element type at the critical path start is a register.
- Setup repair after global routing left no endpoint under its margin.
- The cell with the largest stage delay on the worst path is sky130_fd_sc_hd__ha_1.
- The aggregate global-route resource usage is between 15 and 20%.
- The core region is 12,620 um^2.
- The first global-routing pass estimated approximately 18 mm of wire.
- The initial standard-cell utilization of the core is slightly above 40%.
- The synthesis stat section lists a flop and latch total of around 100.
- The count of library flops with an enable pin is 0.
- The weighted congestion reported at the end of routability-driven placement is 0.7909.
- The area growth from synthesis to layout is 20.74%.
- Port buffering added around 63 buffers.
- The die span in y is 115.7 um.
- The number of cells on the worst hold path is 1.
- The floorplan has 41 rows.
- The required time of the critical path is 4.40 ns.
- In this run the worst path has a maximum fanout of 12.
- Summing over the stages, the warning tally comes to 35.
- In this run the remaining antenna-violating nets after routing total 0.
- The via density per instance is 5.094.
- The maximum operating frequency is 0.2334 GHz.
- The final tally of hold violations is 0.
- Per the OpenROAD floorplan log, the area of the die is about 13,000 um^2.
- The first-pass iteration count of the detailed router is 4.
- At the pin with the least slew margin, the transition time is 0.8115 ns.
- The script extracted a total leakage power of ~0.0026 uW.
- The worst pin sits at a relative slew slack of 45.90%.
- The number of hold buffers added after cts is 0.
- The maximum level of the CTS H-tree is 3.
- The clock network burns between 20 and 25% of the power.
- The count of buffering cells on the critical path with inverters included is 2.
- The TritonCTS clock tree is yes.
- The final sum of negative setup slack is 0 ns.
- The max-slew violation count is 0.
- Broken down by cell family, the worst path's largest delay share belongs to adder cells.
- The net switching share of the total power is a little under a third.
- The via count of the first global-routing pass came to approximately 3,500.
- The synthesized netlist handed to floorplanning was reported with a cell count of 476.
- The final standard cell area without fillers is between 6000 and 7000 um^2.
- The sequential cell fraction of total power is between 40% and 50%.
- STA shows the worst min-delay path finishing at wdata_cnt[15]$_DFFE_PN0P_.
- The final-layout fill cell count is about 1,100.
- For this design the ratio of total power to cell area is roughly 440 nW/um^2.
- The root buffer selected by CTS is sky130_fd_sc_hd__clkbuf_16.
- The post-route netlist has between 10% and 20% of its cells at a drive strength greater than 1.
- The count of vias placed by the detailed router is 3,627.
- The critical path in this run is classified as register to output pin.
- The launch point of the worst register-to-register path is recorded as awlen_rd_ptr[0]$_DFFE_PN0P_.
- The half-perimeter wire length after placement is between 7 and 8 mm.
- The Yosys chip area is 5170 um^2.
- Yosys attributes the largest share of cell area to sky130_fd_sc_hd__dfrtp_1, sky130_fd_sc_hd__mux2_2, sky130_fd_sc_hd__xnor2_1.
- The cell type that accounts for the most area after synthesis is sky130_fd_sc_hd__dfrtp_1.
- The number of placed I/O pins is about 71.
- The internal power is about 1900 uW.
## state kept, by name, indices dropped and copies added, names as in the netlist
name	flops
awlen_ram	32
wdata_cnt	16
awlen_rd_ptr	2
out_wdata	32
awid_ram	16
awlen_wr_ptr	2
req_remain_cnt	3
## area by class of cell
cell class	count	area (um^2)	share of cell area, %
sequential	103	2577	41.29
multi-input combinational	329	2384	38.18
timing repair buffer	66	650.6	10.42
clock buffer	12	246.5	3.949
tap	172	215.2	3.448
inverter	27	101.3	1.624
clock inverter	3	67.56	1.082
## worst max-delay path by stage
stage                                       start         to  slack (ns)  cells after the start
after CTS             awlen_rd_ptr[0]$_DFFE_PN0P_  out_wlast        1.12                      7
final                 awlen_rd_ptr[0]$_DFFE_PN0P_  out_wlast        1.22                      7
after global routing  awlen_rd_ptr[0]$_DFFE_PN0P_  out_wlast        0.99                      7
## power by group through the flow
stage	Clock, uW	Combinational [uW]	Sequential, uW
6_report	674	903	1140
5_1_grt	716	1010	1170
4_1_cts	695	917	1140
## worst reg2reg max path: stages, from the launching register on
cell	delay [ns]
sky130_fd_sc_hd__dfrtp_1	0.40
sky130_fd_sc_hd__inv_1	0.12
sky130_fd_sc_hd__ha_1	0.71
sky130_fd_sc_hd__mux2i_1	0.30
sky130_fd_sc_hd__xnor2_1	0.14
sky130_fd_sc_hd__nand4_1	0.20
sky130_fd_sc_hd__nor3_4	0.44
sky130_fd_sc_hd__mux2_4	0.36
sky130_fd_sc_hd__mux2_4	0.29
## layout by cell type, fill, tap and decap left out, drive strengths merged, types with 2 or more instances in the layout
cell,instances
nand3b,2
ha,13
a222oi,12
nand4,11
nand2,38
xor2,15
nand2b,5
nor2,33
a21oi,11
mux2i,14
nor4,5
bufinv,2
dfrtp,103
inv,27
and4,2
clkbuf,12
clkdlybuf4s50,62
nor2b,4
conb,6
xnor2,25
mux2,50
and3,8
and2,6
or3,6
nor3,8
buf,4
nand3,18
o21ai,22
o31ai,6
## metrics by stage
step                      instances  power (uW)
after detailed placement        697        2065
after floorplan                 481        1774
after CTS                       712        2752
final                           712        2718
after global placement          697        2046
after global routing            712        2899
## routing by layer
metal / routed length (um) / vias to the layer above / part of all wire, % / track usage [%]
met2: 4879 / 83 / 47 / 27.62
met4: 115 / 0 / 1.1 / 2.222
met5: 0 / - / 0 / 0
met3: 488 / 8 / 4.7 / 3.410
met1: 4915 / 1752 / 47 / 25.93
li1: - / 1784 / - / -
## kinds of logic after synthesis
family                   Yosys count  share of synthesized area, %
other                              1                       0.07253
XOR/XNOR                          40                         6.776
flip-flops                       103                         49.85
AND/OR/NAND/NOR                  148                         14.33
adder cells (fa/ha/maj)           14                         3.533
multiplexers                      64                         13.75
AND-OR/OR-AND                     57                         7.285
buffers and inverters             49                         4.405
## synth_stat cells (all sizes together), types with 2 or more instances
| cell | n |
|---|---|
| a21oi | 11 |
| a222oi | 12 |
| and2 | 6 |
| and3 | 8 |
| and4 | 2 |
| buf | 11 |
| clkbuf | 11 |
| dfrtp | 103 |
| ha | 13 |
| inv | 27 |
| mux2 | 50 |
| mux2i | 14 |
| nand2 | 38 |
| nand2b | 5 |
| nand3 | 18 |
| nand3b | 2 |
| nand4 | 11 |
| nor2 | 33 |
| nor2b | 4 |
| nor3 | 8 |
| nor4 | 5 |
| o21ai | 22 |
| o31ai | 6 |
| or3 | 6 |
| xnor2 | 25 |
| xor2 | 15 |
Power and IR drop assume default switching activity.
