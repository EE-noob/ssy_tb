--- flow/run.sh ---
#!/bin/bash
# OpenROAD 26Q1-2900-gdf79404cd8, Yosys 0.63+post, stock flow scripts
make -C /OpenROAD-flow-scripts/flow DESIGN_CONFIG=/design/flow/config.mk WORK_HOME=/design/flow/orfs finish
--- flow/constraint.sdc ---
current_design axi_slv_responder

set clk_period 2.7
set clk_io_pct 0.2

create_clock -name clk0 -period $clk_period [get_ports {aclk}]

set non_clock_inputs [all_inputs -no_clocks]
set_input_delay [expr $clk_period * $clk_io_pct] -clock clk0 $non_clock_inputs
set_output_delay [expr $clk_period * $clk_io_pct] -clock clk0 [all_outputs]
--- flow/design.v ---
module axi_slv_responder #(
    parameter AXI_ADDR_W = 32,
    parameter AXI_ID_W  =4,
    parameter AXI_DATA_W = 32,
    parameter SLV_OSTDREQ_NUM = 4,
    parameter SLV_OSTDREQ_SIZE = 8,
    parameter AWCH_W = 53,
    parameter WCH_W  = 47,
    parameter BCH_W  = 12,
    parameter ARCH_W = 53,
    parameter RCH_W  = 45)(
    input  logic  aclk,
    input  logic  aresetn,
    input  logic  srst,
    output  logic  out_awready,
    input logic in_wvalid,
    output  logic  out_wready,
    input logic in_wlast,
    input logic [AXI_ID_W   - 1 : 0] in_wid,
    output  logic  out_bvalid,
    input logic in_bready,
    output  logic  [AXI_ID_W    - 1 : 0] out_bid,
    output  logic  [2           - 1 : 0] out_bresp
    ,
    input logic in_arvalid,
    output  logic  out_arready,
    input logic [4           - 1 : 0] in_arlen,
    input logic [AXI_ID_W    - 1 : 0] in_arid,
    output  logic  out_rvalid,
    input logic in_rready,
    output  logic  [AXI_ID_W    - 1 : 0] out_rid,
    output  logic  [2           - 1 : 0] out_rresp,
    output  logic  [AXI_DATA_W  - 1 : 0] out_rdata,
    output  logic  out_rlast  
    );
    logic [2**4-1:0]                    rdata_cnt;
    logic [$clog2(SLV_OSTDREQ_NUM)+1-1:0]req_remain_cnt;
    logic [$clog2(SLV_OSTDREQ_NUM)-1:0] arlen_rd_ptr;
    logic [$clog2(SLV_OSTDREQ_NUM)-1:0] arlen_wr_ptr;
    logic [$clog2(SLV_OSTDREQ_NUM)-1:0] arid_rd_ptr;
    logic [$clog2(SLV_OSTDREQ_NUM)-1:0] arid_wr_ptr;
    logic [AXI_ID_W-1:0] rsp_remain_cnt;
    logic [AXI_ID_W-1:0] bresp_rd_ptr;
    logic [AXI_ID_W-1:0] bresp_wr_ptr;
    logic [AXI_ID_W-1:0] bid_rd_ptr;
    logic [AXI_ID_W-1:0] bid_wr_ptr;
    logic [2          - 1 : 0] bresp_now;
    logic [AXI_ID_W           - 1 : 0] bid_now;
    logic [AXI_ID_W           - 1 : 0] arid_now;
    logic  [2-1:0]bresp_ram[2**AXI_ID_W-1:0];
    logic  [4-1:0]bid_ram[2**AXI_ID_W-1:0];
    logic  [4-1:0]arlen_ram[SLV_OSTDREQ_NUM-1:0];
    logic  [4-1:0]arid_ram[SLV_OSTDREQ_NUM-1:0];
    assign bresp_now=bresp_ram[bresp_rd_ptr];
    assign bid_now=bid_ram[bid_rd_ptr];
    assign arlen_now=arlen_ram[arlen_rd_ptr];
    assign arid_now=arid_ram[arid_rd_ptr];
    always_ff @( posedge aclk or negedge aresetn) begin : __rsp_remain_cnt
        if(!aresetn)
            rsp_remain_cnt<=0;
        else if( (in_wlast && in_wvalid && out_wready) && (out_bvalid && in_bready))
            rsp_remain_cnt<=rsp_remain_cnt;
        else if(out_bvalid && in_bready)
            rsp_remain_cnt<=rsp_remain_cnt-1;
        else if(in_wlast && in_wvalid && out_wready)
            rsp_remain_cnt<=rsp_remain_cnt+1; 
    end
always_ff @( posedge aclk or negedge aresetn) begin : __req_remain_cnt
    if(!aresetn)
        req_remain_cnt<=0;
    else if(in_arvalid && out_arready && out_rlast)
        req_remain_cnt<=req_remain_cnt;
    else if(in_arvalid && out_arready)
        req_remain_cnt<=req_remain_cnt+1;
    else if(out_rlast && out_rvalid && in_rready)
        req_remain_cnt<=req_remain_cnt-1; 
end
always_ff @( posedge aclk or negedge aresetn) begin : __rdata_cnt
    if(!aresetn)
        rdata_cnt<=0;
    else if(out_rlast && out_rvalid && in_rready)
        rdata_cnt<=0;
    else if(out_rvalid && in_rready)
        rdata_cnt<=rdata_cnt+1;
end
always_ff @( posedge aclk or negedge aresetn) begin : __bresp_rd_ptr
    if(!aresetn)
        bresp_rd_ptr <= 'b0; 
    else if(out_bvalid&&in_bready)
        bresp_rd_ptr <= bresp_rd_ptr+1;
    end
always_ff @( posedge aclk or negedge aresetn) begin : __bresp_wr_ptr
    if(!aresetn)
        bresp_wr_ptr <= 'b0;
    else if(in_wlast && out_rvalid && in_rready)
        bresp_wr_ptr <= bresp_wr_ptr+1;
    end
always_ff @( posedge aclk or negedge aresetn) begin : __bresp_ram
    if(!aresetn)
    for (integer i = 0; i < 2**AXI_ID_W; i = i + 1) begin
        bresp_ram[i] <= 'b0;
      end
    else if(in_wlast)
        bresp_ram[bresp_wr_ptr]<= 2'b00; 
    end
    always_ff @( posedge aclk or negedge aresetn) begin : __bid_rd_ptr
        if(!aresetn)
            bid_rd_ptr <= 'b0;
        else if(out_bvalid&&in_bready)
            bid_rd_ptr <= bid_rd_ptr+1;
        end
    always_ff @( posedge aclk or negedge aresetn) begin : __bid_wr_ptr
        if(!aresetn)
            bid_wr_ptr <= 'b0;
        else if(in_wlast && in_wvalid && out_wready)
            bid_wr_ptr <= bid_wr_ptr+1;
        end
    always_ff @( posedge aclk or negedge aresetn) begin : __bid_ram
        if(!aresetn)
        for (integer i = 0; i < 2**AXI_ID_W; i = i + 1) begin
            bid_ram[i] <= 'b0;
          end
        else if(in_wlast && in_wvalid && out_wready)
            bid_ram[bid_wr_ptr]<= in_wid;
        end
        always_ff @( posedge aclk or negedge aresetn) begin : __arlen_rd_ptr
            if(!aresetn)
                arlen_rd_ptr <= 'b0;
            else if(out_rlast)
                arlen_rd_ptr <= arlen_rd_ptr+1;
            end
        always_ff @( posedge aclk or negedge aresetn) begin : __arlen_wr_ptr
            if(!aresetn)
                arlen_wr_ptr <= 'b0;
            else if(in_arvalid && out_arready)
                arlen_wr_ptr <= arlen_wr_ptr+1;
            end
        always_ff @( posedge aclk or negedge aresetn) begin : __arlen_ram
            if(!aresetn)
            for (integer i = 0; i < SLV_OSTDREQ_NUM; i = i + 1) begin
                arlen_ram[i] <= 'b0;
              end
            else if(in_arvalid && out_arready)
                arlen_ram[arlen_wr_ptr]<= in_arlen;
            end
        always_ff @( posedge aclk or negedge aresetn) begin : __arid_rd_ptr
            if(!aresetn)
                arid_rd_ptr <= 'b0;
            else if(out_rlast)
                arid_rd_ptr <= arlen_rd_ptr+1;
            end
        always_ff @( posedge aclk or negedge aresetn) begin : __arid_wr_ptr
            if(!aresetn)
                arid_wr_ptr <= 'b0;
            else if(in_arvalid && out_arready)
                arid_wr_ptr <= arlen_wr_ptr+1;
            end
        always_ff @( posedge aclk or negedge aresetn) begin : __arid_ram
            if(!aresetn)
            for (integer i = 0; i < SLV_OSTDREQ_NUM; i = i + 1) begin
                arid_ram[i] <= 'b0;
                end
            else if(in_arvalid && out_arready)
                arid_ram[arlen_wr_ptr]<= in_arid;
            end       
assign out_rvalid= (req_remain_cnt!=0);
assign out_rlast= (rdata_cnt==arlen_now) && out_rvalid;
assign out_rid=arid_now; 
assign out_bvalid= (rsp_remain_cnt!=0);
assign out_bid=bid_now; 
assign out_bresp=bresp_now;
always @( posedge aclk or negedge aresetn) begin : __rdata 
    if(!aresetn)
        out_rdata=#1 'b0;
    else if(out_rvalid && in_rready)
        out_rdata=#1 $random;    
end
always @( posedge aclk or negedge aresetn) begin : __rresp 
    if(!aresetn)
        out_rresp=#1 2'b00;
    else if(out_rvalid && in_rready)
        out_rresp=#1 2'b00;    
end
always_ff @( posedge aclk or negedge aresetn) begin : __out_awready
    if(!aresetn)
        out_awready <= 'b0;
    else 
        out_awready<= $random; 
    end
always_ff @( posedge aclk or negedge aresetn) begin : __out_wready
    if(!aresetn)
        out_wready <= 'b0;
    else 
        out_wready<= $random; 
    end
always_ff @( posedge aclk or negedge aresetn) begin : __out_arready
    if(!aresetn)
        out_arready <= 'b0;
    else 
        out_arready<= $random; 
    end
endmodule
--- flow/config.mk ---
export PLATFORM = sky130hd
export DESIGN_NAME = axi_slv_responder
export DESIGN_NICKNAME = axi_slv_responder
export VERILOG_FILES = /design/flow/design.v
export SDC_FILE = /design/flow/constraint.sdc
export NUM_CORES = 4
export LEC_CHECK = 1
export CORE_AREA = 10 10 86 86
export DIE_AREA = 0 0 96 96
==> GITHUB_STEP_SUMMARY <==
### Yosys + OpenROAD results

| Metric | Value |
|---|---|
| Status | finished clean |
| Ys cells | 160 |
| Most frequent cells in the layout | conb_1, dfrtp_1, nand2_1 |
| Slowest stage delay, CP | 0.48 ns |
| Max Root-Sink Buffers | 2 |
| Unrepaired setup endpoints after global routing | no |
| Final ANT Viol Nets | 0 |
| Insertion Delay late pin | 0.26 ns |
| Fillers | 593 |
| Vias in the first global route | 922 |
| Width of the die | 96 microns |
| Crit path cell chain | inv_1 > ha_1 > nor4b_2 > nand4_1 > nor2_2 > clkdlybuf4s50_1 |
| I/O Buffers | 6 |
| TritonRoute pass-1 iters | 4 |
| Top FF cell, synth | dfrtp_1 |
| Yosys stat chip area | 0.00158 sq mm |
| Fmax | 401 MHz |
| Final Hold Vio Count | 0 |
| First-pass GRT wire length | 4130 microns |
| Reg-to-reg startpoint | rsp_remain_cnt[1] |
| Drt drc | 0 |
| Max-cap violations | 0 |
| Via-per-instance ratio | 3.84 |
| Number of diodes | 0 |
| Mapped Cells | 160 |
| Number of enable flip-flop cells | 0 |
| Crit path required time | 2.16 ns |
| FP Util | 28.5% |
| Hold EP | rdata_cnt[15] |
| Setup crit end kind | output pin |
| Row Count | 27 |
| Top non-seq family | buffers and inverters |
| Final critical-path share of the clock period | 92.4% |
| Area occupied by multi-input gates | 793 sq um |
| XOR/XNOR Area Share | 9.44% |
| Worst min path class | flip-flop to flip-flop |
| LEAKAGE | 0.788 nW |
| CTS tree | done |
| Die Y | 96 microns |
| Yosys cell types | 35 |
| Reg-to-reg endpoint | rsp_remain_cnt[3] |
| Syn Area/Cell | 9.86 sq um |
| Critical Path Start | rdata_cnt[0] |
| Maximum vdd drop | 0.000273 V |
| Initial DRC count | 34 |
| Max Slew Vio Count | 0 |
| Initial antenna violation count | 0 |
| Synth area leader | dfrtp_1 |
| CTS Hold Bufs | 0 |
| CP startpoint kind | flip-flop |
| Simple share | 19.5% |
| Reg area | 576 sq um |
| CORE AREA | 0.00554 sq mm |
| FF-to-FF setup slack | 0.58 ns |
| #FFs+latches synth | 23 |
| TNS Setup | 0 ns |
| I/O pin count | 70 |
| Log Warnings | 43 |
| GR Util All Layers | 5.25% |
| Max H-tree Level | 1 |
| Synth top area cells | dfrtp_1, buf_4, xor2_1 |
| Hold depth | 1 |
| Average routed wire per standard cell | 10.3 microns |
| CP Max Fanout | 5 |
| DPL Wire Length | 2020 microns |
| Slowest CP cell | clkdlybuf4s50_1 |
| Chip area | 0.00922 sq mm |
| Worst hold start | rdata_cnt[15] |
| Grt ovf | 0 |
| CTS clk-pin slew, worst paths | 0.08 ns |
| Compound Share, Synth | 2.93% |
| Critical Path AT | 1.96 ns |
| Routed Wire Length | 2480 microns |
| Commonest Layout Cell | conb_1 |
| Cell count of the worst reg-to-reg path | 7 |
| Multiplexer share | 0.634% |
| Clock root buffer | clkbuf_8 |
| Sequential area share after synthesis | 36.5% |
| Crit Path Category | flip-flop to output pin |
| Fin crit period | 2.50 ns |
| Adder Area Share | 6.03% |
| Synth Warn # | 14 |
| CTS sink cnt | 23 |
| Final setup fails | 0 |
| CTS buffer count | 3 |
| Placed insts | 237 |
| Pwr dens | 709 mW/mm^2 |
| Fraction of layout instances using a drive strength above 1 | 10.6% |
| Largest net degree at the start of global routing | 24 |
| Buf/Inv on CP | 2 |
| Top cell family by delay on the critical path | simple AND/OR/NAND/NOR gates |
| Final non-filler cell total | 242 |
| Synth Cell Area | 0.00158 sq mm |
| Area leader share | 36.5% |
| Vias | 929 |
| Layout area overhead | 2.06% |
| Worst Skew | 0.00588 ns |
| Async SR Flop Fraction | 100% |
| Gpl congestion | 0.837 |
## through the flow
stage	util (%)	hold slack (ns)	setup slack (ns)	power, W	cell area, sq um
floorplan	-	0.244	0.689	0.000845	1750
finish	29.1	0.482	0.205	0.00114	1610
global placement	27.9	0.466	0.233	0.000923	1550
global route	29.1	0.503	0.0270	0.00126	1610
detailed placement	27.9	0.470	0.215	0.000932	1550
CTS	29.0	0.483	0.0697	0.00116	1600
## sequential cells by signal, summed over array words and instances (netlist names)
name,flops
rsp_remain_cnt,4
req_remain_cnt,3
rdata_cnt,16
## worst max-delay path by stage
stage,depth (start not counted),end
4_1_cts,6,out_rlast
5_1_grt,6,out_rlast
6_report,6,out_rlast
## layout make-up
type	instances	area share, %
multi-input cells	127	49.3
flip-flops and latches	23	35.7
well taps	72	5.59
repair buffers	8	4.66
clock buffers	3	2.56
inverters	8	1.86
clock inverters	1	0.311
## timing repair
action                                  CTS  global route
endpoints found under the setup margin    1             1
gates resized                             1             1
pin swaps                                 1             0
buffers inserted                          1             0
gates cloned                              0             0
## kinds of logic (layout without fill, tap and decap cells)
logic type	count (synthesis)	after routing
AND-OR/OR-AND	8	8
adder cells (fa/ha/maj)	7	7
AND/OR/NAND/NOR	47	47
XOR/XNOR	17	17
flip-flops	23	23
other	1	47
multiplexers	1	1
buffers and inverters	56	20
## where the power goes
group	total, W	internal, W	switching, W
logic	0.000418	0.000208	0.000210
registers	0.000519	0.000432	0.0000867
clock network	0.000204	0.000103	0.000101
## synthesized netlist by cell type, types with 2 or more instances
| master | instances |
|---|---|
| o21ai_0 | 4 |
| nand4_1 | 5 |
| xnor2_1 | 8 |
| nor4_1 | 2 |
| nand3_1 | 7 |
| nand2_1 | 10 |
| dfrtp_1 | 23 |
| inv_1 | 7 |
| nor3_1 | 2 |
| buf_4 | 48 |
| xor2_1 | 9 |
| nor2_1 | 6 |
| and4_1 | 2 |
| ha_1 | 6 |
## per-layer routing
layer,wire (microns),share of wire (%),vias to the layer above,track usage (%)
met2,1200,48,34,8.69
met4,1,0.040,0,0.491
met3,116,4.7,2,1.10
met5,0,0,-,0
li1,-,-,455,-
met1,1170,47,438,7.20
No activity file was given, so power comes from the tool's default toggle rates.
